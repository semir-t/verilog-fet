===== flow/run.sh =====
#!/bin/bash
# OpenROAD 26Q1-2900-gdf79404cd8, Yosys 0.63+post, stock flow scripts
make -C /OpenROAD-flow-scripts/flow DESIGN_CONFIG=/design/flow/config.mk WORK_HOME=/design/flow/orfs finish

===== flow/config.mk =====
export PLATFORM = sky130hd
export DESIGN_NAME = servo
export DESIGN_NICKNAME = servo
export VERILOG_FILES = /design/flow/design.v
export SDC_FILE = /design/flow/constraint.sdc
export NUM_CORES = 4
export LEC_CHECK = 1
export CORE_UTILIZATION = 40

===== flow/constraint.sdc =====
current_design servo

set clk_period 4.3
set clk_io_pct 0.2

create_clock -name clk0 -period $clk_period [get_ports {timer_ms}]
create_clock -name clk1 -period $clk_period [get_ports {timer_us}]

set non_clock_inputs [all_inputs -no_clocks]
set_input_delay [expr $clk_period * $clk_io_pct] -clock clk0 $non_clock_inputs
set_output_delay [expr $clk_period * $clk_io_pct] -clock clk0 [all_outputs]

===== flow/design.v =====
module servo(servo_pin,timer_ms,timer_us,speed,step);
input wire timer_ms;
input wire timer_us;
output reg servo_pin;
input step;
reg [14:0] cnt = 0;
input [7:0] speed;  
reg [7:0] servo_cnt = 0;
reg [7:0] angle = 160;				 
reg [7:0] current_angle = 0;
always @(posedge timer_ms)
begin
	if(servo_cnt == speed)
	begin
		if(angle > current_angle)
			current_angle <= current_angle + step;
		else	
			current_angle <= current_angle - step;
		servo_cnt <= 0;
	end
	else
	begin
		servo_cnt <= servo_cnt + 1;
	end
	if(current_angle == angle)
	begin
		if(angle == 0)
			angle <= 90;
		else 
			angle <= 0;
	end
end
always @(posedge timer_us)
begin
	cnt <= cnt + 1;
	if(cnt == 20000)
	begin
		cnt <= 0;
	end
	if(cnt < 1000 + current_angle * 6)
	begin
		servo_pin <= 1;
	end
	else
	begin
		servo_pin <= 0;
	end
end
endmodule

==> CHANGELOG.md <==
### Implementation results

* Share of cells above drive strength 1 at 6.71%
* GRT overflow at 0
* Skew final at 0.00675 ns
* CTS tree: built
* Detail-routed net length per standard cell at 11.4 um
* Worst setup EP type: register
* Slew Limit Fails at 0
* Die ar. at 0.00653 mm2
* Total number of vias at 1794
* Syn Inst Count at 264
* Vias in the first global route at 1659
* Crit-path max FO at 6
* Critical Path RT at 4.31 ns
* Crit path depth at 14
* Core Box Area at 0.00596 mm2
* Antenna cells at 0
* Worst slew pin tran at 0.823 ns
* Fp util at 41.7%
* Max incr delay on CP at 0.46 ns
* Worst Setup Path Type: reg2reg
* Reg2reg setup slack at 1.03 ns
* CP bufs+invs at 2
* Startpoint types: register
* Slack of the critical path at 1.03 ns
* Commonest cells in the synthesized netlist: ha_1, xnor2_1, dfxtp_1
* HPWL after DPL at 3210 um
* Pin count of the biggest net entering global routing at 12
* Synth flops at 34
* Area Growth Syn to Fin at 12.1%
* Chip height at 80.8 um
* Post-synth ARST share at 0%
* # fillers at 577
* WHS Path Cells at 1
* Top area cell types: dfxtp_1, ha_1, edfxtp_1
* Yosys stat cell total at 264
* DIE WIDTH at 80.8 um
* CTS clk-pin slew, worst paths at 0.07 ns
* Total negative slack at 0 ns
* CP delay by family, top: AND-OR/OR-AND gates
* Reg2reg path depth at 14
* Crit path cell chain: inv_1 > ha_1 > nand3_1 > nor3_1 > and3_1 > a211oi_2 > inv_1 > ha_1 > nor2b_1 > o21a_1 > o21ai_0 > nand2_1 > a21oi_1 > xnor2_1
* Final setup viols at 0
* Post-synth EDFFs at 10
* Postcts setup bufs at 0
* Top FF cell, synth: dfxtp_1
* Min-delay worst type: reg2reg
* Post-Route WL at 4070 um
* Worst endpoint data arrival time at 3.28 ns
* Seq/Total Area, Yosys at 31.4%
* I/O pins at 12
* Hold Vio Cnt, Final at 0
* DRC at 0
* Cell area power density at 302 mW/mm2
* Cell taking the most area after synthesis: dfxtp_1
* Syn. warnings at 1
* # hold bufs at CTS at 0
* Yosys top cell area share at 19.3%
* Number of cell rows at 28
* Slowest stage cell on the critical path: edfxtp_1
* RSZ-0062 raised after global routing: no
* Status: finished, final reports clean
* Netlist cell types at 44
* Post-DRT Antenna Nets at 0
* Pre-antenna DRT Iters at 4
* Pre-CTS setup slack at 0.949 ns
* Leak Pwr at 1.18 nW
* GP Congestion at 0.834
* Peak supply drop at 0.271 mV
* Slew HR at 44.7%
* Port bufs at 10
* Clock sink total at 34
* DRT iter0 DRCs at 39
* Tool warnings at 29
* # resized after CTS at 0
* Post-synthesis cell area at 0.00248 mm2
* YS chip area at 0.00248 mm2
* Hold_ws at 0.495 ns
* Mean post-synth cell area at 9.41 um2
* Maxcap violations at 0
* Vias per Instance at 5.01
* Count leader, synth: ha_1
* Global Route Usage Sum at 14.3%
* First-pass GRT wire length at 7280 um
* Initial antenna violation count at 0
==> area by class of cell <==
class	instances	area (um2)	share of cell area, %
tap	75	93.8	3.37
timing repair buffer	11	108	3.86
clock buffer	8	100	3.59
inverter	21	78.8	2.83
sequential	34	781	28.0
multi-input combinational	209	1630	58.3
==> sequential cells by signal, summed over array words and instances, names as in the netlist <==
register,count
servo_cnt,8
angle,2
cnt,15
servo_pin,1
current_angle,8
==> logic make-up (layout without fill, tap and decap cells) <==
logic type,count (synthesis),in the layout,synth area share [%]
AOI/OAI and AO/OA,42,42,12.1
other,1,1,0.151
DFF,34,34,31.4
and+or+nand+nor,85,85,18.3
adders and majority gates,38,38,19.7
buffers and inverters,21,40,3.17
xor gates and xnor gates,43,43,15.2
==> where the power goes <==
part / total, mW / switching, mW / internal (mW)
clock: 0.252 / 0.105 / 0.147
combinational: 0.178 / 0.0787 / 0.0994
sequential: 0.412 / 0.0437 / 0.368
==> through the flow <==
step	power, mW	std cells	utilization, %	cell area, um2
2_1_floorplan	0.560	264	-	2480
3_3_place_gp	0.596	350	45.1	2690
3_5_place_dp	0.598	350	45.1	2690
4_1_cts	0.851	358	46.8	2790
5_1_grt	0.898	358	46.8	2790
6_report	0.842	358	46.8	2790
==> layout by cell type, fill, tap and decap left out, types with 2 or more instances in the layout <==
cell,instances
nand4_1,6
o21a_1,2
dfxtp_1,24
ha_1,36
nand2b_1,3
nand2_1,13
o21ai_0,4
clkbuf_8,7
nor2_1,23
a21oi_1,15
edfxtp_1,10
o22ai_1,2
inv_1,21
nor3_2,2
clkdlybuf4s50_1,10
nor3_1,2
a21o_1,6
xor2_1,13
and3_1,5
a211oi_2,3
nand3_1,13
fa_1,2
xnor2_1,30
nor2b_1,5
nor4b_1,2
nor4_1,2
==> worst paths after layout <==
| check | from | end |
|---|---|---|
| hold / removal | servo_cnt[0] | servo_cnt[0] |
| setup reg to reg | current_angle[7] | current_angle[5] |
| hold reg to reg | servo_cnt[0] | servo_cnt[0] |
| setup / recovery | current_angle[7] | current_angle[5] |
| min in group clk1 | cnt[4] | cnt[4] |
| max in group clk1 | current_angle[1] | servo_pin |
==> per-layer routing <==
metal | wire length (um) | vias to the layer above | global-route usage [%]
met3 | 92 | 4 | 1.82
met1 | 2150 | 803 | 22.9
met4 | 40 | 0 | 1.79
met2 | 1790 | 21 | 21.8
met5 | 0 | - | 0
li1 | - | 966 | -
Power figures rest on the tool's default switching activity, not on a simulated workload.
