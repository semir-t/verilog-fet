## flow/run.sh

```bash
#!/bin/bash
# OpenROAD 26Q1-2900-gdf79404cd8, Yosys 0.63+post, stock flow scripts
make -C /OpenROAD-flow-scripts/flow DESIGN_CONFIG=/design/flow/config.mk WORK_HOME=/design/flow/orfs finish
```

## flow/config.mk

```make
export PLATFORM = sky130hd
export DESIGN_NAME = fsm_led
export DESIGN_NICKNAME = fsm_led
export VERILOG_FILES = /design/flow/design.v
export SDC_FILE = /design/flow/constraint.sdc
export NUM_CORES = 4
export LEC_CHECK = 1
export CORE_AREA = 10 10 70 70
export DIE_AREA = 0 0 80 80
```

## flow/constraint.sdc

```tcl
current_design fsm_led

set clk_period 2.4
set clk_io_pct 0.2

create_clock -name clk0 -period $clk_period [get_ports {timer_ms}]

set non_clock_inputs [all_inputs -no_clocks]
set_input_delay [expr $clk_period * $clk_io_pct] -clock clk0 $non_clock_inputs
set_output_delay [expr $clk_period * $clk_io_pct] -clock clk0 [all_outputs]
```

## flow/design.v

```verilog
module fsm_led(CLK_50M,timer_ms,led_pin,state);
input wire CLK_50M;
output reg led_pin;
input wire timer_ms;
input state;
reg [9:0] cnt;
always@( posedge timer_ms)
begin
	cnt = cnt + 1;
	if( cnt == 1000 )
	begin
		led_pin <= ~(led_pin) & state;  
		cnt = 0;
	end
end
endmodule
```

==> run_results.csv <==
group,metric,value,unit
outcome,outcome,"complete, no violations",
clocking,post_cts_setup_driven_buffer_insertion_count,0,
global_routing,top_usage_layer,"met2",
clocking,clock_path_buffers,2,
setup_path,worstPathMaxFanout,8,
yosys,async_flop_share,0,%
setup_path,rr_worst_depth,5,
global_routing,globalRouteMet2Util,4.896,%
clocking,root_buffer,"clkbuf_4",
routing,route.detailed.vias_per_inst,4.152,
global_routing,globalRouteMet1Util,4.853,%
clocking,htree_num_levels,1,
yosys,edf_count,1,
routing,initialDrtViolationCount,7,
clocking,clock_tree_from_tritoncts,"yes",
routing,post_drt_wl_per_cell,9.554,um
yosys,top_area_cell,"dfxtp_1",
setup_path,cp-end-kind,"flop",
sta,final.setup.tns,0,ns
job,max_cap_viol_count,0,
finish,fin_util,20.92,%
setup_path,critical_path_required,2.39,ns
sta,maxClockFrequency,488.8,MHz
floorplan,fp-row-count,21,
sta,final_hold_viol_count,0,
placement,gpl.final_weighted_congestion,0.7695,
min_path,min-delay-start,"cnt[0]",
routing,count_of_nets_left_with_antenna_violations_after_detail_routing,0,
floorplan,die_area,6400,um2
routing,insertedDiodeCount,0,
finish,drive_above_1_share,21.21,%
sta,max_clock_skew,0.001328,ns
setup_path,worstReg2RegEnd,"led_pin",
global_routing,grt_antenna_before_repair,0,
floorplan,chipHeight,80,um
sta,setup_viol_count_final,0,
placement,placed_area,686.9,um2
routing,routed_wl,1.070,mm
setup_path,start_kind,"flop",
yosys,netlist_area,610.6,um2
sta,layout_worst_path_cycle_share,85.24,%
floorplan,io-pin-count,4,
yosys,post_synth.cell_area_avg,10.18,um2
floorplan,core_util_floorplan,17.88,%
yosys,synth.top_cells.by_area,"dfxtp_1, a31oi_1, xnor2_1",
min_path,worstHoldPathCells,1,
routing,drc,0,
placement,io_buffer_count,2,
clocking,cts_hold_repair.buffers,0,
pwr,leakage,0.2441,nW
yosys,ys_ff,11,
sta,finalMaxSlewViolations,0,
floorplan,placeableCoreArea,3416,um2
pwr,totalPowerFinal,310.8,uW
sta,worst_slew_margin_rel,71.91,%
yosys,yosysSeqAreaShare,37.70,%
sta,grt_setup_unrepaired,"false",
pwr,worst_ir_drop_vdd,0.2271,mV
floorplan,die_width,80,um
global_routing,global_route.usage.total,3.718,%
routing,drt-pass1-iter-count,2,
setup_path,crit_path_max_incr_delay,0.40,ns
pwr,power-per-cell-area,435.1,nW/um2
yosys,synth.yosys.warnings,1,
yosys,ys_cells,60,
setup_path,worst_path_max_delay_cell,"dfxtp_1",
global_routing,use_met3,2.841,%
global_routing,grt_pass1_wl,1.994,mm
sta,minimum_clock_period_after_layout,2.046,ns
placement,detailedPlacementHpwl,796,um
setup_path,regToRegSetupSlack,0.35,ns
job,stage_log_warnings,27,
min_path,hold_end,"cnt[0]",
setup_path,critical_path_class,"flop to flop",
finish,filler_cells,381,
sta,tightestPinTransition,0.4169,ns
yosys,synth.distinct_cells,32,
clocking,clk_transition_reported_paths,0.07,ns
clocking,clock_latency_at_the_later_pin_of_the_worst_skew_pair,0.26,ns
clocking,cts_buffers,3,
yosys,synth_cells,60,
finish,logic_area,349.1,um2
clocking,cts-resized-gates,0,
finish,final_instance_area,714.4,um2
finish,area_growth_syn_to_layout,17.01,%
yosys,ys_dominant_reg_cell,"dfxtp_1",
finish,area.sequential,230.2,um2
setup_path,timing.critical_path.arrival,2.03,ns
clocking,clkSinkCount,11,
global_routing,via_count_of_the_first_global_routing_pass,453,
min_path,worstHoldPathType,"flop to flop",
routing,vias,465,
setup_path,reg2reg_from,"cnt[0]",
setup_path,chain_of_cells_forming_the_critical_path,"ha_1 > nand4_1 > or3_4 > a211oi_4 > and3_1",
global_routing,gr-total-overflow,0,
global_routing,grt_max_degree,10,
yosys,synthesis_area_per_yosys,610.6,um2
yosys,yosys.area.top_type_share,32.79,%
worst max path at each step:
| stage | from | end | slack [ns] | depth (start not counted) |
|---|---|---|---|---|
| after CTS | cnt[0] | led_pin | 0.36 | 5 |
| after global routing | cnt[0] | led_pin | 0.23 | 5 |
| final | cnt[0] | led_pin | 0.35 | 5 |
sequential cells by signal, summed over array words and instances, names as in the netlist:
name     cells
cnt         10
led_pin      1
kinds of logic after synthesis:
family	synth area share (%)
compound gates	16.60
xor+xnor	11.27
fa+ha+maj	4.098
buf+inv	5.123
flops	37.70
mux	4.098
simple gates	21.11
per-layer routing:
| metal | up-vias | share of wire, % | wire length [um] |
|---|---|---|---|
| li1 | 235 | - | - |
| met1 | 217 | 49 | 527 |
| met2 | 13 | 40 | 429 |
| met3 | 0 | 11 | 113 |
| met4 | 0 | 0 | 0 |
| met5 | - | 0 | 0 |
Yosys cell counts, drive strengths merged (2+ instances only):
cell type and number:
ha 2, buf 3, inv 2, dfxtp 10, xnor2 4, nand3 4
nand2 3, a31oi 6, nand4 2, nor2 3, xor2 3, nor2b 2
critical path: cells and delay by family, from the launching register on:
family | cells | cell delay, ns
flip-flops | 1 | 0.40
AND/OR/NAND/NOR | 3 | 0.76
AND-OR/OR-AND | 1 | 0.27
adder cells (fa/ha/maj) | 1 | 0.34
final cells by class:
cell class	count	area share, %
clock buffer	3	3.152
clock inverter	1	0.7005
inverter	2	1.051
multi-input combinational	44	48.86
sequential	11	32.22
tap	46	8.056
timing repair buffer	5	5.954
layout by cell type, fill, tap and decap left out, types with 2 or more instances in the layout:
master / instances
a31oi_1: 6
buf_4: 3
clkbuf_4: 3
clkdlybuf4s50_1: 2
dfxtp_1: 10
ha_1: 2
inv_1: 2
nand2_1: 3
nand3_1: 3
nand4_1: 2
nor2_1: 3
nor2b_1: 2
xnor2_1: 4
xor2_1: 2
power by group:
group	internal, mW	total (mW)	leakage, nW	switching, mW
logic	0.00169	0.00193	0.137	0.000239
clock network	0.0616	0.124	0.0177	0.0625
registers	0.185	0.185	0.0896	0
total	0.248	0.311	0.244	0.0628
per-stage QoR:
step / worst slack (ns) / hold WS (ns) / instances
final: 0.3542 / 0.4999 / 112
after global placement: 0.3987 / 0.4895 / 108
after floorplan: 0.4256 / 0.4637 / 60
after detailed placement: 0.3664 / 0.4972 / 108
after CTS: 0.3565 / 0.5081 / 112
after global routing: 0.2338 / 0.5474 / 112
Power is estimated from default activity; no workload was simulated.
