===== flow/config.mk =====
export PLATFORM = sky130hd
export DESIGN_NAME = timers
export DESIGN_NICKNAME = timers
export VERILOG_FILES = /design/flow/design.v
export SDC_FILE = /design/flow/constraint.sdc
export NUM_CORES = 4
export LEC_CHECK = 1
export CORE_AREA = 10 10 79 79
export DIE_AREA = 0 0 89 89

===== flow/constraint.sdc =====
current_design timers

set clk_period 1.7
set clk_io_pct 0.2

create_clock -name clk0 -period $clk_period [get_ports {CLK_50M}]

set non_clock_inputs [all_inputs -no_clocks]
set_input_delay [expr $clk_period * $clk_io_pct] -clock clk0 $non_clock_inputs
set_output_delay [expr $clk_period * $clk_io_pct] -clock clk0 [all_outputs]

===== flow/design.v =====
module timers(CLK_50M,timer_ms,timer_us);
	input wire CLK_50M;
	reg[5:0] cnt = 0;
	reg[9:0] cnt_us = 0;
	output reg timer_ms = 0;
	output reg timer_us = 0;
	always @(posedge CLK_50M)
	begin
			if(cnt == 5'h18 )  
			begin
				cnt <= 0;
				timer_us <= timer_us ^ 1;  
			end
			else
			begin
				cnt <= cnt + 1;
			end
	end
	always @(posedge timer_us)
	begin
		cnt_us <= cnt_us + 1;
		if(cnt_us == 10'h1f4)  
		begin
			timer_ms <= timer_ms ^ 1;  
			cnt_us <= 0;
	   end
	end
endmodule

===== flow/run.sh =====
#!/bin/bash
# OpenROAD 26Q1-2900-gdf79404cd8, Yosys 0.63+post, stock flow scripts
make -C /OpenROAD-flow-scripts/flow DESIGN_CONFIG=/design/flow/config.mk WORK_HOME=/design/flow/orfs finish

==> results.toml <==
# generated from flow reports
[timing]
finalClockSkew_ns = 0.00500
grt_setup_unrepaired = "false"
final-hold-violation-count = 0
fin_crit_ns = 1.37
setup_tns_ns = 0
unclocked_regs = 11
fmax_mhz = 729
drv_slew = 0
relSlewSlack_pct = 74.9
untimed_endpoints = 13
worst_pin_slew_ns = 0.375
final.period_utilization_pct = 80.7
setup_slack_ns = 0.329
setup_viol = 0

[run]
drv.max_cap_violation_count = 0
warning_count = 27

[yosys]
top_logic_kind = "simple AND/OR/NAND/NOR gates"
ys_ff = 18
netlist-cell-type-count = 24
synth-simple-area-share_pct = 27.0
yosysWarnings = 1
ys_cells = 81
synthXorXnorAreaFrac_pct = 8.95
yosysSeqAreaShare_pct = 48.6
syn-cell-area_sq_um = 783
fa_ha_area_share_pct = 6.39
synthCells = 81
ys_sh_aoi_pct = 5.11
ys_sh_mux_pct = 0
yosys_area_sq_um = 783
synth_area_per_cell_sq_um = 9.67

[grt]
grt_pass1_wl_um = 1880
track_usage_pct = 2.98
grt_pass1_vias = 422
antenna_found_initial = 0
overflow = 0
grt_max_degree = 13

[clocking]
hold_buffers = 0
cts_root_buffer = "clkbuf_8"
clk_pin_slew_ns = 0.04
h-tree-depth = 1
clkLatencyLatePin_ns = 0.23
numCtsBuffers = 3
cts_tree = "done"
cts_setup_buffers = 0
cts_max_path_buffers = 2
cts_resized = 0

[placement]
hpwl_um = 873
routabilityCongestion = 0.760
post-place-ws_ns = 0.490
port_buffers = 2

[drt]
num_vias = 513
viasPerCell = 3.64
drc = 0
wirelength_um = 1130
drt_first_pass_iters = 3
drt_iter0_drc = 27
antennaDiodeCount = 0
final_antenna_net_count = 0
wl_per_cell_um = 7.98

[worst_hold_path]
whs_path_depth = 1
min_path_type = "reg -> reg"

[power_and_ir_drop]
leakagePower_nw = 0.351
power_frac_comb_pct = 0
intPower_w = 0.000330
netSwitchingFraction_pct = 17.1
p_switching_w = 0.0000679
power_density_nw_per_um2 = 433
ir_drop_uv = 213
seqPwrFrac_pct = 42.3
power_frac_clock_pct = 57.7

[worst_setup_path]
crit_type = "reg -> out"
cp-start-kind = "flop"
r2r_cells = 2
crit_buf_inv = 1
worst-path-stages = 1
cpPeakStageDelay_ns = 0.47
cp_top_family = "buffers and inverters"
crit_slowest_cell = "clkdlybuf4s50_1"
crit_arrival_ns = 1.03
worstPathRequired_ns = 1.36
crit_chain = "clkdlybuf4s50_1"
critPathCaptureType = "output pin"
critical_path.max_fanout = 2

[floorplanning]
core.rowCount = 25
chipArea_sq_um = 7920
pin_count = 3
fp-utilization_pct = 16.8
fp.coreArea_sq_um = 4660
die_h_um = 89
die_width_um = 89

[layout]
num-fill-cells = 500
area_growth_syn_to_layout_pct = 17.3
layout_top_cells = "dfxtp_1 (16), nor2_1 (9), nand3_1 (8), inv_1 (7), xor2_1 (6)"
layout_top_cell = "dfxtp_1"
drive_gt1_share_pct = 6.90

[run_status]
status = "finished, final reports clean"
cells in the mapped netlist:
cell	count	share of area, %
nor3_4	1	2.1
nor3_1	1	0.64
nor2_1	9	4.3
a21oi_1	2	1.3
nand2_1	5	2.4
or3_1	2	1.6
and2_1	1	0.80
or4_1	1	0.96
nor2b_1	2	1.6
o211ai_1	2	1.9
o21ai_0	3	1.9
buf_2	1	0.64
dfxtp_1	16	41
nor3b_1	1	0.96
ha_1	4	6.4
and3_1	1	0.80
xnor2_1	2	2.2
xor2_1	6	6.7
nand4_1	2	1.6
nand3_1	8	5.1
nand4b_1	1	1.1
nor4b_4	1	3.0
edfxtp_1	2	7.7
inv_1	7	3.4
routing by layer:
layer,global-route usage (%),vias up,wire [um]
li1,-,286,-
met1,3.44,219,544
met2,4.72,6,464
met3,1.74,2,95
met4,0.578,0,21
met5,0,-,0
per-stage QoR:
step	cells	utilization (%)	hold WS, ns	total power [W]	instance area, sq um
after floorplan	81	-	0.430	0.000171	783
after global placement	137	18.7	0.459	0.000171	873
after detailed placement	137	18.7	0.447	0.000171	873
after CTS	141	19.7	0.463	0.000404	918
after global routing	141	19.7	0.482	0.000417	918
final	141	19.7	0.465	0.000398	918
final cells by class:
type | count | area [sq um] | area share, %
sequential | 18 | 380 | 41.4
clock buffer | 4 | 45.0 | 4.90
inverter | 7 | 26.3 | 2.86
tap | 54 | 67.6 | 7.36
timing repair buffer | 3 | 27.5 | 3.00
multi-input combinational | 55 | 372 | 40.5
registers in the layout (all words and copies together) (netlist names):
register and flops:
cnt_us 10, timer_ms 1, timer_us 1, cnt 6
power by group through the flow:
| stage | combinational [W] | clock, W | sequential, W |
|---|---|---|---|
| global route | 0.000000000176 | 0.000249 | 0.000168 |
| CTS | 0.000000000176 | 0.000236 | 0.000168 |
| finish | 0.000000000176 | 0.000230 | 0.000168 |
cell families after synthesis:
| logic type | after synthesis |
|---|---|
| and+or+nand+nor | 36 |
| AOI/OAI and AO/OA | 7 |
| buffers and inverters | 8 |
| adders and majority gates | 4 |
| xor gates and xnor gates | 8 |
| DFF | 18 |
final timing paths:
kind	from	endpoint	slack, ns
setup / recovery	timer_us	timer_us	0.33
hold / removal	cnt[0]	cnt[0]	0.46
setup reg to reg	cnt[3]	timer_us	0.48
hold reg to reg	cnt[0]	cnt[0]	0.46
Power figures rest on the tool's default switching activity, not on a simulated workload.
